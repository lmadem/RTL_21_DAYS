**./run.sh**
```bash
#!/bin/bash
# OpenROAD 26Q1-2900-gdf79404cd8, Yosys 0.63+post, stock flow scripts
make -C /OpenROAD-flow-scripts/flow DESIGN_CONFIG=/design/flow/config.mk WORK_HOME=/design/flow/orfs finish
```
**./config.mk**
```make
export PLATFORM = sky130hd
export DESIGN_NAME = FIFO
export DESIGN_NICKNAME = FIFO
export VERILOG_FILES = /design/flow/design.v
export SDC_FILE = /design/flow/constraint.sdc
export NUM_CORES = 4
export LEC_CHECK = 1
export CORE_AREA = 10 10 111 111
export DIE_AREA = 0 0 121 121
export SYNTH_HDL_FRONTEND = slang
```
**./constraint.sdc**
```tcl
current_design FIFO

set clk_period 4.0
set clk_io_pct 0.2

create_clock -name clk0 -period $clk_period [get_ports {clk}]

set non_clock_inputs [all_inputs -no_clocks]
set_input_delay [expr $clk_period * $clk_io_pct] -clock clk0 $non_clock_inputs
set_output_delay [expr $clk_period * $clk_io_pct] -clock clk0 [all_outputs]
```
**./design.v**
```verilog
module FIFO #(
  parameter DEPTH   = 4,
  parameter DATA_W  = 4
)(
  input         wire              clk,
  input         wire              reset,
  input         wire              push_i,
  input         wire[DATA_W-1:0]  push_data_i,
  input         wire              pop_i,
  output        wire[DATA_W-1:0]  pop_data_o,
  output        wire              full_o,
  output        wire              empty_o
);
  logic [DATA_W - 1 : 0] mem [DEPTH - 1 : 0];  
  logic [$clog2(DEPTH) : 0] wp;  
  logic [$clog2(DEPTH) : 0] rp;  
  logic [DATA_W - 1 : 0] data_out;  
  always_ff @(posedge clk or posedge reset)
    begin
      if(reset)
        wp <= 0;
      else if(push_i & ~full_o)
        wp <= wp + 1;
      else
        wp <= wp;
    end
  always_ff @(posedge clk or posedge reset)
    begin
      if(reset)
        rp <= 0;
      else if(pop_i & ~empty_o)
        rp <= rp + 1;
      else
        rp <= rp;
    end
  assign full_o = (wp[$clog2(DEPTH)] != rp[$clog2(DEPTH)] &
                   wp[$clog2(DEPTH) - 1 : 0] == rp[$clog2(DEPTH) - 1 : 0]);
  assign empty_o = (wp == rp);
  always_ff @(posedge clk or posedge reset)
    begin
      if(reset)
        begin
          for(int i =0; i<DEPTH; i++)
            begin
              mem[i] <= 0;
            end
        end
      else if(push_i & ~full_o)
        mem[wp[$clog2(DEPTH) - 1 : 0]] <= push_data_i;
      else
        mem[wp[$clog2(DEPTH) - 1 : 0]] <= mem[wp[$clog2(DEPTH) - 1 : 0]] ;
    end
  always_ff @(posedge clk or posedge reset)
    begin
      if(reset)
        data_out <= 0;
      else if(pop_i & ~empty_o)
        data_out <= mem[rp[$clog2(DEPTH) - 1 : 0]];
      else
        data_out <= 0;
    end
  assign pop_data_o = data_out;
endmodule 
```
==> CHANGELOG.md <==
### Changed

* Status: finished, final reports clean
* Min-delay worst type: flip-flop to flip-flop
* FILL cells at 1050
* Netlist Area Pre-Place at 1702 um^2
* CTS resizes at 0
* CTS clock-pin slew for the worst setup and hold paths at 80 ps
* First-pass GRT wire length at 6.147 mm
* Proportion of layout cells with a drive suffix above 1 at 11.73%
* Yosys cell count at 158
* PwrDens at 804.8 nW/um^2
* Highest Clock Rate at 0.3619 GHz
* Hold path depth at 2
* Antenna Nets Post-Route at 0
* Synth flops at 26
* Diodes inserted at 0
* DRT Wirelength at 3.644 mm
* Final Hold Viols at 0
* RSZ-0062 raised after global routing: false
* Cells after Synth at 158
* I/O pins at 14
* Area reported by Yosys stat at 1702 um^2
* Via density at 4.098
* Post-route DRC at 0
* DP HPWL at 2.508 mm
* Top cells excl fill/tap: dfrtp_1, o311ai_0
* CTS Buffer Depth at 2
* # setup viols final at 0
* CTS sink count at 26
* Slew HR at 49.57%
* CP endpoint kind: output port
* Post-CTS setup repair buffer count at 0
* 1st-iter DRT viols at 60
* Synth Area per Inst at 10.77 um^2
* Cell Type Count at 23
* Root Driver: clkbuf_8
* TritonRoute pass-1 iters at 4
* Clk ins delay skew pair at 260 ps
* Kind of critical path: flip-flop to output port
* Setup TNS Final at 0 ps
* Setup WS pre-CTS at 1232 ps
* Max cap viols at 0
* Initial Util at 17.25%
* Core area at 9864 um^2
* Tool warnings at 28
* Worst EP arrival at 1960 ps
* Static Leakage at 0.7003 nW
* Initial antenna violation count at 0
* Layout Utilization at 20.07%
* Yosys warns at 0
* Fin area at 1979 um^2
* Max IR drop VDD at 0.2985 mV
* CP startpoint kind: flip-flop
* Worst Tran Pin Value at 756.5 ps
* Chip Width at 121 um
* CTS H-tree depth at 1
* Worst Path Max Fanout at 22
* Gr ovfl total at 0
* Row cnt at 36
* Vias in the first global route at 1187
* Setup WS post-layout at 1237 ps
* Post-synthesis sequential area ratio at 38.24%
* Max-slew violations at 0
* Wire length per cell at 12.35 um
* Post-DP Area at 1938 um^2
* TritonCTS buffer count at 3
* Area growth syn-to-layout at 16.32%
* Die area at 14640 um^2
* Gr usage total at 5.069%
* Die Height at 121 um
* IO buf count at 13
* GPL Wtd Cong at 0.8057
* # hold bufs at CTS at 0
* Reg2Reg Depth at 4
* Post-route clock period utilization at 69.08%
* Via count at 1209
* CTS tree: built
* Top logic cell by instance count in the layout: dfrtp_1
* Crit path DRT at 3200 ps
* Min Tclk post-route at 2763 ps
* Clock skew at 1.081 ps
* Largest net degree at the start of global routing at 23
-- final timing paths --
path / startpoint / to / slack, ps
setup reg to reg: rp[0]$_DFFE_PP0P_ / wp[1]$_DFFE_PP0P_ / 1810
setup / recovery: rp[0]$_DFFE_PP0P_ / full_o / 1240
hold reg to reg: mem[2]$_DFFE_PP0P_ / mem[2]$_DFFE_PP0P_ / 530
hold / removal: mem[2]$_DFFE_PP0P_ / mem[2]$_DFFE_PP0P_ / 530
min in group asynchronous: reset / rp[2]$_DFFE_PP0P_ / 860
max in group asynchronous: reset / mem[9]$_DFFE_PP0P_ / 2570
-- cell families (layout without fill, tap and decap cells) --
group	count (synthesis)	in the layout	share of synthesized area (%)
muxes	10	10	12.13
adders and majority gates	5	5	3.676
buffers and inverters	19	23	5.955
xor gates and xnor gates	8	8	4.559
DFF	26	26	38.24
and+or+nand+nor	54	54	17.35
AOI/OAI and AO/OA	36	36	18.09
-- registers in the layout (all words and copies together), names as in the netlist --
register	cells
wp	3
rp	3
pop_data_o	4
mem	16
-- report_power, final --
part,switching [mW],internal (mW)
clock network,0.0783,0.0674
registers,0.146,0.383
logic,0.473,0.445
-- synth_stat cells (all sizes together) --
cell type	n	area (um^2)
dfrtp	26	650.6
o311ai	18	157.7
and2	16	100.1
nand2	16	60.06
nand2b	16	100.1
o211ai	16	120.1
buf	8	60.05
clkbuf	8	30.03
mux4	8	180.2
ha	5	62.56
xnor2	5	43.79
nor2b	4	25.02
inv	3	11.26
xor2	3	33.79
mux2	2	26.27
nor3	2	10.01
o31a	1	8.760
o31ai	1	21.27
-- worst max-delay path, stage by stage (launching register included) --
cell             delay (ps)
dfrtp_1                 560
xor2_2                  240
buf_4                   220
nor3_1                  150
clkdlybuf4s50_1         520
-- per-stage QoR --
step,hold slack [ps],power (mW),cells
after floorplan,484.9,1.225,158
after global placement,514.1,1.436,292
after detailed placement,519.6,1.454,292
after CTS,542.4,1.602,295
after global routing,565.4,1.745,295
final,534.7,1.593,295
-- area by class of cell --
type	instances	area, um^2	area share (%)
Clock buffer	3	41.29	2.086
Inverter	3	11.26	0.5689
Multi-Input combinational cell	113	949.7	47.98
Sequential cell	26	650.6	32.87
Tap cell	133	166.4	8.407
Timing Repair Buffer	17	160.2	8.091
-- metal layers --
metal / global-route usage [%] / up-vias / wire length, um / share of wire [%]
met4: 0.3017 / 0 / 25 / 0.69
met3: 2.456 / 2 / 420 / 12
met2: 7.143 / 36 / 1454 / 40
li1: - / 587 / - / -
met1: 7.198 / 584 / 1744 / 48
met5: 0 / - / 0 / 0
Power is estimated from default activity; no workload was simulated.
