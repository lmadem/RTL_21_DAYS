===== ./design.v =====
module ValidReadyMem(input clk,  
                     input rst,  
                     input req_i,  
                     input req_rnw_i,  
                     input [3:0] req_addr_i, 
                     input [31:0] req_wdata_i,  
                     output req_ready_o,  
                     output [31:0] req_rdata_o);  
  logic [31:0] mem [15:0];  
  reg req_i_q;  
  wire req_raising_edge;  
  wire mem_wr;  
  wire mem_rd;  
  logic [3:0] ff;  
  logic [3:0] count;  
  always_ff @(posedge clk or posedge rst)
    begin
      if(rst)
        req_i_q <= 0;
      else
        req_i_q <= req_i;
    end
  assign req_raising_edge = req_i & ~req_i_q;
  assign mem_wr = req_i_q & (req_rnw_i == 0);
  assign mem_rd = req_i_q & (req_rnw_i == 1);
  always_ff @(posedge clk or posedge rst)
    begin
      if(rst)
        ff <= 4'hF;
      else 
        ff <= {ff[2:0], ff[1] ^ ff[3]};
    end
  always_ff @(posedge clk or posedge rst)
    begin
      if(rst)
        count <= 0;
      else if(req_raising_edge)
        count <= ff;
      else
        count <= count + 1;
    end
  always_ff @(posedge clk or posedge rst)
    begin
      if(rst)
        begin
          for(int i = 0; i<16; i++)
            begin
              mem[i] <= 0;
            end
        end
      else if(mem_wr & count == 0)
        mem[req_addr_i] <= req_wdata_i;
      else
        mem[req_addr_i] <= mem[req_addr_i];
    end
  assign req_ready_o = (count == 0);
  assign req_rdata_o = mem[req_addr_i] & {31{mem_rd}};
endmodule

===== ./run.sh =====
#!/bin/bash
# OpenROAD 26Q1-2900-gdf79404cd8, Yosys 0.63+post, stock flow scripts
make -C /OpenROAD-flow-scripts/flow DESIGN_CONFIG=/design/flow/config.mk WORK_HOME=/design/flow/orfs finish

===== ./config.mk =====
export PLATFORM = sky130hd
export DESIGN_NAME = ValidReadyMem
export DESIGN_NICKNAME = ValidReadyMem
export VERILOG_FILES = /design/flow/design.v
export SDC_FILE = /design/flow/constraint.sdc
export NUM_CORES = 4
export LEC_CHECK = 1
export CORE_UTILIZATION = 30
export SYNTH_HDL_FRONTEND = slang

===== ./constraint.sdc =====
current_design ValidReadyMem

set clk_period 4.9
set clk_io_pct 0.2

create_clock -name clk0 -period $clk_period [get_ports {clk}]

set non_clock_inputs [all_inputs -no_clocks]
set_input_delay [expr $clk_period * $clk_io_pct] -clock clk0 $non_clock_inputs
set_output_delay [expr $clk_period * $clk_io_pct] -clock clk0 [all_outputs]

==> datasheet_impl.txt <==
Physical implementation characteristics

Parameter                              Value

STA
  Total negative setup slack    0 ps
  Final critical-path setup slack    between 200 and 250 ps
  Max frequency    around 210 MHz
  Final hold vios    0
  Least-Margin Pin Slew    approximately 800 ps
  Unrepaired setup endpoints after global routing    false
  Tightest slew margin relative to the limit    roughly 46%
  Final setup violation count    0
  Final Max-Slew Violation Tally    0
  Minimum clock period after layout    4680 ps
  Post-Route Skew    approximately 31 ps
  Fin crit share    ~95%

Placed design
  Buffers added on ports    70
  Last weighted congestion value of the routability-driven placer    about 0.8
  Worst setup slack before clock tree synthesis    around 200 ps
  Post-Place Cells    3310
  Detailed placement HPWL    41.5 mm

Outcome
  Result of the run    completed

Detailed routing
  Iter 0 DRT Violations    around 1200
  Routed wire length per instance    a little under 20 um
  Final antenna-violating net count    0
  Pre-antenna DRT Iters    8
  Post-route DRC violation count    0
  Via count    around 18000
  WL final    67.7 mm
  Number of vias per cell after detailed routing    about 5.3
  Count of inserted antenna diode cells    0

CTS
  Number of buffers inserted by hold repair at cts    0
  Num CTS Buffers    ~52
  Register clock-pin slew on the reported worst setup and hold paths    ~60 ps
  Resized cells post-CTS    0
  Post-CTS setup buffer count    0
  Maximum level of the CTS H-tree    2
  Count of clock tree sinks    a little over 500
  Largest buffer count on any clock path    3
  Clk Latency, worst-skew pair    slightly above 600 ps
  Master cell of the clock root buffer    sky130_fd_sc_hd__clkbuf_16
  Clock tree from TritonCTS    built

GRT
  Routing usage on met3    between 4 and 5%
  Remaining Overflow, GRT    0
  Grt met2 use    26.6%
  First-pass GRT wire length    about 110 mm
  Pin count of the biggest net entering global routing    around 100
  Global-route track usage on met1    23.8%
  Combined global-route utilization of all metal layers    between 10% and 20%
  Most congested layer reported by global routing    met2
  Initial antenna violation count    0
  Vias in the first global route    around 19000

Logic synthesis
  Yosys stat cell total    between 2000 and 2500
  Count of unique library cells instantiated by Yosys    approximately 43
  Most frequent cells after synthesis    sky130_fd_sc_hd__dfrtp_1, sky130_fd_sc_hd__nor2_1, sky130_fd_sc_hd__a31oi_1, sky130_fd_sc_hd__mux2i_1, sky130_fd_sc_hd__a21oi_1
  Most popular library cell in the synthesized design by count    sky130_fd_sc_hd__dfrtp_1
  Yosys Chip Area    24700 um2
  Cell type contributing the most total cell area after synthesis    sky130_fd_sc_hd__dfrtp_1
  Top_reg_cell synth    sky130_fd_sc_hd__dfrtp_1
  Post-Syn Instances    between 2000 and 2500
  Number of flops mapped to enable cells by yosys    0
  Sequential cell area fraction in the yosys report    51.1%
  Average cell area after synthesis    around 11 um2
  Post-Syn Area    between 20000 and 25000 um2
  Share of flip-flops with an asynchronous set or reset    about 100%
  Share of Yosys cell area claimed by the top area cell type    roughly half
  FF+latch count, synth    slightly above 500
  Synth top area cells    sky130_fd_sc_hd__dfrtp_1, sky130_fd_sc_hd__mux2i_1, sky130_fd_sc_hd__nor2_1, sky130_fd_sc_hd__a31oi_1, sky130_fd_sc_hd__a22oi_2
  Ys Warns    0

Worst setup path
  Cell class contributing the biggest share of worst-path delay    buffers and inverters
  Kind of start point of the critical path    input port
  Critical path, cell by cell    clkdlybuf4s50_1 > and2_4 > buf_4 > a22oi_1 > nand3b_1 > a21oi_1 > clkdlybuf4s50_1
  Start point of the critical path    req_addr_i[0]
  Worst Path Arrival    3700 ps
  Critical register-to-register path startpoint    count[0]
  Startpoint-to-endpoint class of the critical path    input port to primary output
  Setup slack on the worst flop-to-flop path    slightly above 2000 ps
  Crit path buffers/inverters    3
  Dominant cell type by count on the critical path    sky130_fd_sc_hd__clkdlybuf4s50_1
  Data required time at the worst endpoint    between 3000 and 4000 ps
  Crit path max fanout    28
  Setup crit end kind    primary output
  CP max stage cell    sky130_fd_sc_hd__clkdlybuf4s50_1
  Max stage delay on crit path    around 620 ps

Floorplanning
  Placement Rows    about 100
  Vert. Die Dim    289 um
  Core outline area    81100 um2
  Ports    roughly 73
  Initial core utilization    between 30 and 40%
  Total Die Area    between 80000 and 90000 um2
  Die W    289 um

Run
  # Max-Cap Violations    0
  Tally of OpenROAD warnings    30

Final layout
  Final cell count without fillers    ~3400
  Area growth from synthesis to layout    13.6%
  Share of post-route cells with drive strength above 1    between 15 and 20%
  Share of the core filled with cells    34.7%

Power
  Power per Cell Area    around 470 nW/um2
  Lkg Pwr    between 10 and 15 nW
  Design Power    between 10 and 15 mW
  IR Drop Worst-Case VDD    a little over 0.0003 V

Worst hold path
  Start point of the worst min-delay path    ff[0]
  Type of the most critical hold path    register to register
-- power breakdown --
part	internal, mW	leakage (nW)	switching [mW]
Sequential	5.31	5.73	0.594
Clock	2.40	0.871	1.67
Combinational	1.32	4.83	1.92
-- logic make-up after synthesis --
kind of cell,share of synthesized area (%)
compound gates,20.8
xor+xnor,0.106
fa+ha+maj,0.101
buf+inv,5.52
flops,51.1
mux,10.1
other cells,0.0152
simple gates,12.3
-- worst register-to-register path, cell delays in order, from the launching register on --
cell                      delay, ps
sky130_fd_sc_hd__dfrtp_1        410
sky130_fd_sc_hd__inv_1           70
sky130_fd_sc_hd__ha_1           600
sky130_fd_sc_hd__buf_4          410
sky130_fd_sc_hd__a21oi_4        100
sky130_fd_sc_hd__buf_4          350
sky130_fd_sc_hd__a31oi_4        600
sky130_fd_sc_hd__o21ai_0        190
-- metal layers --
layer,wire (um),share of wire [%],up-vias
met5,0,0,-
met4,1660,2.4,0
met3,5170,7.6,115
met2,31700,47,581
met1,29100,43,9117
li1,-,-,8380
-- through the flow --
| step | area (um2) | hold WS (ps) |
|---|---|---|
| 3_5_place_dp | 26300 | 357 |
| 5_1_grt | 28100 | 369 |
| 3_3_place_gp | 26300 | 357 |
| 2_1_floorplan | 24700 | 354 |
| 6_report | 28100 | 366 |
| 4_1_cts | 28100 | 368 |
-- final timing paths --
| kind | cells past startpoint | end |
|---|---|---|
| max | 7 | req_rdata_o[10] |
| min | 0 | ff[1] |
| max reg2reg | 7 | mem[354] |
| min reg2reg | 0 | ff[1] |
| max in group asynchronous | 4 | mem[48] |
| min in group asynchronous | 2 | mem[137] |
-- sequential cells by signal, summed over array words and instances (netlist names) --
register,cells
count,4
req_i_q,1
mem,496
ff,4
-- layout by cell type (no fill, tap or decap), types with 4 or more instances in the layout --
cell type	instances
sky130_fd_sc_hd__a31oi_1	248
sky130_fd_sc_hd__bufinv_16	5
sky130_fd_sc_hd__a22oi_1	10
sky130_fd_sc_hd__clkinvlp_4	4
sky130_fd_sc_hd__clkbuf_1	6
sky130_fd_sc_hd__nor2_1	465
sky130_fd_sc_hd__clkdlybuf4s50_1	68
sky130_fd_sc_hd__and3_1	31
sky130_fd_sc_hd__nand3_2	31
sky130_fd_sc_hd__nand3b_1	31
sky130_fd_sc_hd__nand2b_1	4
sky130_fd_sc_hd__clkinv_2	11
sky130_fd_sc_hd__a31oi_4	31
sky130_fd_sc_hd__nor3_4	6
sky130_fd_sc_hd__nor2_4	9
sky130_fd_sc_hd__buf_4	57
sky130_fd_sc_hd__clkbuf_8	13
sky130_fd_sc_hd__nand2_1	35
sky130_fd_sc_hd__dfrtp_1	501
sky130_fd_sc_hd__mux2i_1	248
sky130_fd_sc_hd__dfstp_2	4
sky130_fd_sc_hd__a22oi_2	114
sky130_fd_sc_hd__buf_12	20
sky130_fd_sc_hd__o21ai_0	34
sky130_fd_sc_hd__clkbuf_16	52
sky130_fd_sc_hd__a21oi_1	246
sky130_fd_sc_hd__nand3_1	32
-- layout make-up --
class / instances / area, um2
fillers: 7687 / 53000
flip-flops and latches: 505 / 12600
multi-input cells: 1596 / 10800
repair buffers: 146 / 1520
clock buffers: 71 / 1500
well taps: 1060 / 1330
clock inverters: 22 / 262
inverters: 3 / 15.0
Power is estimated from default activity; no workload was simulated.
