File: design.v
module RoundRobinArbiter #(
  parameter NumRequests = 8
) (
  input  logic                   clk,
  input  logic                   rstN,
  input  logic [NumRequests-1:0] req,
  output logic [NumRequests-1:0] grant
);
  logic [NumRequests-1:0] mask, maskNext;
  logic [NumRequests-1:0] maskedReq;
  logic [NumRequests-1:0] unmaskedGrant;
  logic [NumRequests-1:0] maskedGrant;
  assign maskedReq = req & mask;
  PriorityArbiter #(.NUM_PORTS(NumRequests)) unmaskedArbiter(
    .req_i(req),
    .gnt_o(unmaskedGrant)
  );
  PriorityArbiter #(.NUM_PORTS(NumRequests)) maskedArbiter(
    .req_i(maskedReq),
    .gnt_o(maskedGrant)
  );
  assign grant = (maskedReq == '0) ? unmaskedGrant : maskedGrant;
  always_comb 
    begin
    if(grant == '0) 
      begin
        maskNext = mask;
      end
    else
      begin
        maskNext = '1;
        for(int i = 0; i < NumRequests; i++) 
          begin
            maskNext[i] = 1'b0;
            if(grant[i]) 
              break;
          end
      end
    end
  always_ff @(posedge clk or posedge rstN) 
    begin
      if(rstN) 
        mask <= '1;
      else
        mask <= maskNext;
    end
endmodule
module PriorityArbiter #(
  parameter NUM_PORTS = 4
)(
    input       wire[NUM_PORTS-1:0] req_i,
    output      wire[NUM_PORTS-1:0] gnt_o    
);
  assign gnt_o[0] = req_i[0];
  genvar i;
  for (i=1; i<NUM_PORTS; i=i+1) 
    begin
      assign gnt_o[i] = req_i[i] & (!gnt_o[i-1:0]);
    end
endmodule
module day15(input  logic       clk,
             input  logic       reset,
             input  logic [3:0] req_i,
             output logic [3:0] gnt_o
);
  logic [3:0] mask, maskNext;
  logic [3:0] maskedReq;
  logic [3:0] unmaskedGrant;
  logic [3:0] maskedGrant;
  assign maskedReq = req_i & mask;
  PriorityArbiter #(4) unmaskedArbiter(
    .req_i(req_i),
    .gnt_o(unmaskedGrant)
  );
  PriorityArbiter #(4) maskedArbiter(
    .req_i(maskedReq),
    .gnt_o(maskedGrant)
  );
  assign gnt_o = (maskedReq == '0) ? unmaskedGrant : maskedGrant;
  always_comb 
    begin
      maskNext = mask;
      if(gnt_o[0]) maskNext = 4'b1110;
      if(gnt_o[1]) maskNext = 4'b1100;
      if(gnt_o[2]) maskNext = 4'b1000;
      if(gnt_o[3]) maskNext = 4'b0000;
    end
  always_ff @(posedge clk or posedge reset) 
    begin
      if(reset) 
        mask <= 4'hF;
      else
        mask <= maskNext;
    end
endmodule
File: config.mk
export PLATFORM = sky130hd
export DESIGN_NAME = RoundRobinArbiter
export DESIGN_NICKNAME = RoundRobinArbiter
export VERILOG_FILES = /design/flow/design.v
export SDC_FILE = /design/flow/constraint.sdc
export NUM_CORES = 4
export LEC_CHECK = 1
export CORE_AREA = 10 10 86 86
export DIE_AREA = 0 0 96 96
export SYNTH_HDL_FRONTEND = slang
File: constraint.sdc
current_design RoundRobinArbiter

set clk_period 5.4
set clk_io_pct 0.2

create_clock -name clk0 -period $clk_period [get_ports {clk}]

set non_clock_inputs [all_inputs -no_clocks]
set_input_delay [expr $clk_period * $clk_io_pct] -clock clk0 $non_clock_inputs
set_output_delay [expr $clk_period * $clk_io_pct] -clock clk0 [all_outputs]
File: run.sh
#!/bin/bash
# OpenROAD 26Q1-2900-gdf79404cd8, Yosys 0.63+post, stock flow scripts
make -C /OpenROAD-flow-scripts/flow DESIGN_CONFIG=/design/flow/config.mk WORK_HOME=/design/flow/orfs finish
==> run summary <==
Implementation results.

The arrival time of data at the worst endpoint is listed as 3.41 ns. The cell-mix breakdown from Yosys lists the XOR/XNOR area share as 0. For reference, the final report shows the hold violation count at 0. The number of warnings reported in the stage logs is 25. The remaining number of nets flagged by the antenna check after routing is 0.

During synthesis, Yosys emitted a total of 0 warnings. The wire-length estimate of the detail-placed layout is 1.68 mm. The part of the power in registers is 0.332. The pin count of the biggest net entering global routing is 11. The mean instance size in the synthesized netlist is 7.81 um^2. The detailed-route wire length per cell is 11.5 um.

The number of antenna violations at the first check in global routing is 0. The register name with the most flops is mask. The clock network fraction of design power is 0.190. In the finished design, the share of the clock period the worst path needs comes to 0.831.

The minimum period implied by the final worst setup slack is 4.49 ns. The run finished with clean final reports. Headroom to the max-slew limit came out at 0.437. Per the power-grid run, VDD falls by no more than 0.0699 mV. In this run, the synthesized area fraction spent on and/or/nand/nor cells is recorded as 0.273. Per the layout report, the design carries 638 filler cells. The register with the most flip-flops in the layout has 8 of them.

In the final layout, the registers with the most flip-flops are mask x8. The total leakage power is 0.358 nW. Per the TritonCTS log, the buffer count is 3.

STA lists the maximum fanout along the critical path as 7. The category of the most critical setup path is in2out. The global-route wire length before repair is 3.41 mm. The number of antenna diodes in the final layout is 0. The overall global routing resource usage is 0.0453. The synthesis-to-finish area growth is 43.3%. The netlist area before placement is 679 um^2. The power per standard cell area is 366 mW/mm^2. The floorplan step defined a die boundary enclosing 0.00922 mm^2.

The fraction of final layout cells with drive strength greater than 1 is 0.162. Per the log, the first TritonRoute iteration ended with a DRC count of 45. The routed via count is 754.

The cell count after synthesis is 87. The unique cell type count in the Yosys netlist is 34. Clock-pin slew was measured on the worst setup and hold paths at 0.04 ns. The yosys-reported design area after synthesis is 679 um^2. The worst hold path belongs to the class reg2reg. Yosys reports the multiplexer fraction of the synthesized area as 0. The total wirelength of the detailed-routed design is 2.04 mm. The synthesized design contains 8 register bits.

Per Yosys stat, the portion of area used by sequential elements is 0.309. Switching power as a fraction of the total was reported as 0.365. Global routing finished with a remaining overflow of 0. The net load switching power is 0.000130 W. The clock tree root driver cell is clkbuf_8. The tree built by TritonCTS fans out to 8 sinks. The post-route standard cell area excluding fillers is 973 um^2. The number of setup violations in the final report is 0.

The sequential cell area is 210 um^2. The sort of element at the end of the critical path is an output port. The number of buffers inserted by hold repair at cts is 0. The count of buffers inserted at the top-level ports is 17. The area of the core is 0.00554 mm^2. The width of the die is 96 um. The final layout reports a setup TNS of 0 ns. Of the total power, combinational logic draws 0.479. The internal cell power is 0.000226 W. The clock skew after layout is 0.000509 ns.

The floorplan has 27 rows. STA classifies the critical path startpoint as a primary input. The script parses the final routing iteration and logs DRC violations as 0. The placement stage leaves a total instance area of 932 um^2. The dominant non-sequential cell family after synthesis is AND-OR/OR-AND gates.

The via density per instance is 4.26. The post-synthesis compound-gate area fraction is 0.335. The required arrival time at the worst endpoint is 4.32 ns.

The synthesis report names the predominant flop master as dfstp_2. The transition time recorded at the tightest slew-check pin is 0.845 ns. The number of cells in Yosys stat is 87. The number of gates resized after CTS is 0.

Per the timing report, the achievable frequency comes out to 223 MHz. The share of flip-flops with an asynchronous set or reset is 1.00. In the final layout, the multi-input gates occupy 413 um^2. The total number of H-tree levels is 1. Setup repair after global routing left no endpoint under its margin. The via count of the first global-routing pass is 718. The area fraction in full adders, half adders and majority gates is 0. The post-CTS setup buffer count is 0. At the end of routability-driven placement, the weighted congestion stood at 0.889.

The clock reaches the later pin of the worst-skew pair after 0.22 ns. The synthesized design contains 0 enable-type register cells. The floorplan step set the die height to 96 um. Pin placement for this block handled 18 I/O pins. The iteration count recorded for the first detailed-route pass is 4.

The run reported a max-capacitance violation count of 0. The starting density of the core is 0.123. The final count of pins violating max slew is 0.

Per the CTS log, the buffer count on the longest clock path is 2. The CTS tree is yes.
-- final cells by class --
type,count,area share
Clock buffer,3,0.0424
Inverter,11,0.0424
Multi-Input combinational cell,65,0.424
Sequential cell,8,0.216
Tap cell,72,0.0925
Timing Repair Buffer,18,0.183
-- power by group through the flow --
stage | sequential, W | combinational [W] | clock, W
after CTS | 0.000117 | 0.000172 | 0.0000703
after global routing | 0.000121 | 0.000193 | 0.0000751
final | 0.000118 | 0.000170 | 0.0000675
-- cell families (layout without fill, tap and decap cells) --
| family | after synthesis | in the layout |
|---|---|---|
| AOI/OAI and AO/OA | 29 | 29 |
| buffers and inverters | 14 | 32 |
| and+or+nand+nor | 36 | 36 |
| DFF | 8 | 8 |
-- layout by cell type, fill, tap and decap left out, types with 2 or more instances in the layout --
cell type and instances:
a22oi_1 4, nor4_1 2, clkbuf_8 3, nand3_1 7, o21ai_0 4, o31ai_1 2
nor3_1 2, dfstp_2 8, a222oi_1 4, inv_1 11, clkdlybuf4s50_1 17, or2_2 3
a31oi_1 3, nor2_1 4, nand2_1 9, a21oi_1 2
-- metal layers --
metal  share of wire  vias to the layer above  global-route usage
met3           0.077                        0              0.0118
li1                -                      374                   -
met1            0.39                      358              0.0540
met4               0                        0             0.00614
met2            0.53                       22              0.0813
met5               0                        -                   0
-- through the flow --
| step | total power (W) | hold slack (ns) | utilization | setup WS (ns) | std cells |
|---|---|---|---|---|---|
| 2_1_floorplan | 0.000219 | 0.448 | - | 2.15 | 87 |
| 3_3_place_gp | 0.000292 | 0.465 | 0.168 | 0.972 | 174 |
| 3_5_place_dp | 0.000288 | 0.473 | 0.168 | 0.948 | 174 |
| 4_1_cts | 0.000360 | 0.484 | 0.176 | 0.933 | 177 |
| 5_1_grt | 0.000390 | 0.506 | 0.176 | 0.727 | 177 |
| 6_report | 0.000356 | 0.486 | 0.176 | 0.915 | 177 |
-- cell usage after synthesis (all sizes together) (2+ instances only) --
| library cell | count | area, um^2 |
|---|---|---|
| nor2 | 4 | 15.0 |
| nor4 | 2 | 12.5 |
| nand2 | 9 | 33.8 |
| a22oi | 4 | 30.0 |
| nor3 | 2 | 10.0 |
| o311ai | 2 | 17.5 |
| o21ai | 4 | 20.0 |
| o31ai | 2 | 15.0 |
| buf | 3 | 15.0 |
| a21oi | 2 | 10.0 |
| a222oi | 4 | 40.0 |
| or2 | 3 | 18.8 |
| nand3 | 7 | 35.0 |
| inv | 11 | 41.3 |
| dfstp | 8 | 210 |
| a31oi | 3 | 18.8 |
| and3 | 2 | 13.8 |
-- final timing paths --
path / startpoint / to / slack (ns) / cells after the start
setup / recovery: req[5] / grant[3] / 0.91 / 6
hold / removal: mask[0] / mask[0] / 0.49 / 2
setup reg to reg: mask[5] / mask[2] / 3.56 / 4
hold reg to reg: mask[0] / mask[0] / 0.49 / 2
max in group asynchronous: rstN / mask[0] / 4.03 / 2
min in group asynchronous: rstN / mask[7] / 1.34 / 2
-- worst max-delay path, stage by stage --
cell and delay, ns:
clkdlybuf4s50_1 0.50, a222oi_1 0.80, and3_2 0.32, a31oi_1 0.13, inv_1 0.10, clkdlybuf4s50_1 0.46
Power figures rest on the tool's default switching activity, not on a simulated workload.
